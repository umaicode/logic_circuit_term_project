==> design.v <==
module piezo(clk, rst, piezo);
input clk, rst;  
output piezo;
reg piezo;
parameter do = 12'd3830;     
parameter rae = 12'd3400;     
parameter mi = 12'd3038;     
parameter fa = 12'd2864;     
parameter sol = 12'd2550;     
parameter la = 12'd2272;     
parameter ti = 12'd2028;     
parameter high_do = 12'd1912;    
reg [11:0] cnt;
wire [11:0] cnt_limit;
assign cnt_limit = rae;
always @(posedge clk)
    if (rst)   cnt = 0;
    else if (cnt >= cnt_limit / 2)
        begin
            piezo = !piezo;
            cnt = 0;
        end
    else
        cnt = cnt + 1;
endmodule
==> run.sh <==
#!/bin/bash
# OpenROAD 26Q1-2900-gdf79404cd8, Yosys 0.63+post, stock flow scripts
make -C /OpenROAD-flow-scripts/flow DESIGN_CONFIG=/design/flow/config.mk WORK_HOME=/design/flow/orfs finish
==> config.mk <==
export PLATFORM = sky130hd
export DESIGN_NAME = piezo
export DESIGN_NICKNAME = piezo
export VERILOG_FILES = /design/flow/design.v
export SDC_FILE = /design/flow/constraint.sdc
export NUM_CORES = 4
export LEC_CHECK = 1
export CORE_AREA = 10 10 70 70
export DIE_AREA = 0 0 80 80
==> constraint.sdc <==
current_design piezo

set clk_period 3.1
set clk_io_pct 0.2

create_clock -name clk0 -period $clk_period [get_ports {clk}]

set non_clock_inputs [all_inputs -no_clocks]
set_input_delay [expr $clk_period * $clk_io_pct] -clock clk0 $non_clock_inputs
set_output_delay [expr $clk_period * $clk_io_pct] -clock clk0 [all_outputs]
==> results_dict.tcl <==
# metrics dict for downstream scripts
set metrics [dict create \
    cp-end-kind "primary output" \
    cts_max_level 1 \
    core_um2 3420 \
    wire_per_inst_um 7.62 \
    setup_viol 0 \
    die_w_um 80 \
    clk_latency_ps 260 \
    top_cell_area_share_pct 43.1 \
    clk_path_buf_depth 2 \
    grt_max_degree 12 \
    synth.area.top_cells "dfxtp_1, nor2_1, xor2_1" \
    path_clk_slew_ps 70 \
    holdPathStages 1 \
    r2r-end "cnt[2]" \
    cts_buffers 3 \
    synth_seq_share_pct 48.5 \
    fin_crit_sh_pct 54.8 \
    status "finished clean" \
    dpl_cell_area_um2 623 \
    syn_to_final_growth_pct 16.6 \
    antenna_found_initial 0 \
    fillers 374 \
    yosysWarnings 1 \
    drc 0 \
    holdCritStartpoint "cnt[0]" \
    grt_pass1_wl_um 1310 \
    fmax_mhz 588 \
    r2r_slack_ps 1540 \
    ys_seq_elements 13 \
    drive_gt1_share_pct 7.58 \
    ctsResizeCount 0 \
    overflow 0 \
    crit_chain "clkdlybuf4s50_1" \
    slew_violations 0 \
    reg2reg_depth 4 \
    ant_nets 0 \
    drt_pass1_iterations 4 \
    cp_max_fo 2 \
    rsz0062_at_grt "no" \
    final_util_pct 19.0 \
    fin_crit_ps 1700 \
    worstSetupPathType "reg -> out" \
    hp-class "reg -> reg" \
    fin_area_um2 649 \
    die_area_um2 6400 \
    first_global_vias 303 \
    grt_usage_pct 2.46 \
    warning_count 27 \
    cts_setup_buffers 0 \
    synth_top_cell_by_area "dfxtp_1" \
    gp_congestion 0.785 \
    cts_tree "yes" \
    ys_area_um2 557 \
    rows 21 \
    antenna_cells 0 \
    synth_cells 61 \
    chipHeight_um 80 \
    first_iter_violations 59 \
    p_leak_uw 0.000214 \
    cp-start-kind "register" \
    pin_count 3 \
    path_buffers 1 \
    syn_area_per_cell_um2 9.13 \
    cts_sinks 13 \
    fp-utilization_pct 16.3 \
    clockRootBuffer "clkbuf_4" \
    finClkSkew_ps 2.02 \
    critPathRequiredTime_ps 2480 \
    peakVddDrop_v 0.000112 \
    ys_cells 61 \
    netlist_area_um2 557 \
    worst_r2r_startpoint "cnt[6]" \
    p_per_area_nw_per_um2 433 \
    dr_total_vias 404 \
    max_stage_delay_ps 470 \
    critical_path.top_delay_family "buffers and inverters" \
    cts_hold_buf 0 \
    arrival_ps 1080 \
    setup_tns_ps 0 \
    post-dp-hpwl_um 591 \
    yosysUniqueCellTypes 20 \
    drt-total-wl_um 853 \
    numPortBuffers 2 \
    drv_cap 0 \
    viasPerCell 3.61 \
    whs_endpoint "cnt[0]" \
    hold_viol_final 0 \
    crit_path_top_delay_cell "clkdlybuf4s50_1" \
]
-- state kept, by name, indices dropped and copies added (netlist names) --
name,count
cnt,12
piezo,1
-- where the power goes --
| part | switching, uW | internal (uW) |
|---|---|---|
| Clock | 49.6 | 49.7 |
| Combinational | 4.52 | 4.09 |
| Sequential | 1.94 | 171 |
| Total | 56.0 | 225 |
-- metrics by stage --
stage | hold WS (ps) | power [uW] | std cells | worst slack [ps]
after global routing | 490 | 293 | 112 | 1330
after detailed placement | 463 | 186 | 108 | 1380
after floorplan | 441 | 183 | 61 | 1730
after CTS | 481 | 285 | 112 | 1380
after global placement | 463 | 185 | 108 | 1420
final | 481 | 281 | 112 | 1400
-- synthesized netlist by cell type, drive strengths merged --
| cell type | instances |
|---|---|
| nor3 | 1 |
| inv | 4 |
| nor2 | 13 |
| edfxtp | 1 |
| o21bai | 1 |
| xor2 | 5 |
| dfxtp | 12 |
| and3 | 1 |
| nand2 | 5 |
| a311o | 1 |
| conb | 1 |
| xnor2 | 4 |
| nor4 | 2 |
| and4 | 1 |
| nand4 | 1 |
| o21ai | 1 |
| a31oi | 1 |
| buf | 1 |
| nand3 | 3 |
| ha | 2 |
-- cell families (layout without fill, tap and decap cells) --
kind of cell	after synthesis	in the layout	share of synthesized area, %
buffers and inverters	5	10	4.72
xor gates and xnor gates	9	9	14.2
and+or+nand+nor	27	27	22.0
other	1	1	0.674
DFF	13	13	48.5
adders and majority gates	2	2	4.49
AOI/OAI and AO/OA	4	4	5.39
-- worst max path at each step --
stage,from,to,slack (ps),depth (start not counted)
4_1_cts,piezo,piezo,1380,1
6_report,piezo,piezo,1400,1
5_1_grt,piezo,piezo,1330,1
-- layer usage --
metal	global-route usage, %	vias to the layer above	routed length, um
li1	-	212	-
met2	3.29	12	334
met3	1.25	2	81
met4	0.528	0	7
met5	0	-	0
met1	3.44	178	429
-- layout by cell type (no fill, tap or decap), types with 2 or more instances in the layout --
cell,n
ha_1,2
dfxtp_1,12
inv_1,4
nand2_1,5
clkbuf_4,3
nor4_1,2
xnor2_1,4
xor2_1,5
nor2_1,13
nand3_1,3
clkdlybuf4s50_1,2
-- area by class of cell --
cell class / instances / area (um2) / share of cell area (%)
multi-input cells: 43 / 260 / 40.1
repair buffers: 2 / 20.0 / 3.08
inverters: 4 / 15.0 / 2.31
flip-flops and latches: 13 / 270 / 41.6
clock buffers: 4 / 26.3 / 4.05
well taps: 46 / 57.6 / 8.86
Power figures rest on the tool's default switching activity, not on a simulated workload.
