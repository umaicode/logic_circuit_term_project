==> ./run.sh <==
#!/bin/bash
# OpenROAD 26Q1-2900-gdf79404cd8, Yosys 0.63+post, stock flow scripts
make -C /OpenROAD-flow-scripts/flow DESIGN_CONFIG=/design/flow/config.mk WORK_HOME=/design/flow/orfs finish
==> ./config.mk <==
export PLATFORM = sky130hd
export DESIGN_NAME = clock_divider
export DESIGN_NICKNAME = clock_divider
export VERILOG_FILES = /design/flow/design.v
export SDC_FILE = /design/flow/constraint.sdc
export NUM_CORES = 4
export LEC_CHECK = 1
export CORE_AREA = 10 10 70 70
export DIE_AREA = 0 0 80 80
==> ./constraint.sdc <==
current_design clock_divider

set clk_period 2.0
set clk_io_pct 0.2

create_clock -name clk0 -period $clk_period [get_ports {clk_in}]

set non_clock_inputs [all_inputs -no_clocks]
set_input_delay [expr $clk_period * $clk_io_pct] -clock clk0 $non_clock_inputs
set_output_delay [expr $clk_period * $clk_io_pct] -clock clk0 [all_outputs]
==> ./design.v <==
module clock_divider(
    input clk_in,        
    input rst,           
    output reg clk_out   
);
reg [3:0] counter;       
always @(posedge clk_in or posedge rst) begin
    if (rst) begin
        counter <= 0;
        clk_out <= 0;
    end else if (counter == 9) begin
        counter <= 0;
        clk_out <= ~clk_out;  
    end else begin
        counter <= counter + 1;
    end
end
endmodule
==> run summary <==
Status of the implementation.

- The tally of max-capacitance violations is 0, for reference.
- The clock skew after layout is 0.002322 ns, for reference.
- The dominant synthesized flop cell is dfrtp_1, for reference.
- The number of nets with antenna violations after routing is 0, for reference.
- The area of the core region is 3416 sq um, for reference.
- The largest vdd supply drop is 0.1296 mV, for reference.
- The die is 80 um wide.
- The count of endpoints failing hold in the final timing report is 0, for reference.
- In this run the worst path has a maximum fanout of 2.
- At the pin with the least slew margin, the transition time is 0.2052 ns.
- Overall power consumption after layout is estimated at 0.2229 mW.
- The launching element of the worst setup path is clk_out$_DFFE_PP0N_, for reference.
- The routed design shows a via density per instance of between 1.5 and 2.
- The flow ran to the end, and the final reports show no timing, DRC or antenna violations.
- The iteration tally of the first detailed-router pass is 2, for reference.
- In the routed design, unresolved DRC markers number 0.
- The number of global-route vias before repair is 134.
- The final period utilization is 73.05%, for reference.
- The critical path endpoint category is an output port, for reference.
- On the reported timing paths, the clock transition at the registers reads 0.05 ns.
- The global-route wire length before repair is 558 um, for reference.
- Per the synth log, the flip-flop and latch total comes to 5.
- The post-route setup TNS is 0 ns, for reference.
- The initial antenna violation count is 0.
- Among all stages on the critical path, the maximum delay recorded is 0.47 ns.
- The share of flip-flops with an asynchronous set or reset after synthesis is around 100%, for reference.
- The chip area line in the Yosys stat output reads 210.2 sq um.
- The launch instance of the worst register-to-register path is counter[2]$_DFF_PP0_, for reference.
- The minimum setup slack in the final design is 0.5390 ns, for reference.
- The maximum clock path buffer count is 2, for reference.
- The total overflow reported by the global router is 0, for reference.
- The layout cell share with drive strength beyond 1 is 20.83%, for reference.
- The maximum number of pins on one net before global-route repair is 7, for reference.
- The number of library cell types mapped by synthesis is 11, for reference.
- The global routing report lists combined usage of all routing layers as 1.090%.
- From synthesis to final layout, the design area changed by 50.00%.
- The clock root buffer master is clkbuf_4, for reference.
- The number of sinks driven by the clock tree is 5, for reference.
- The pre-CTS setup check shows a worst slack of 0.7925 ns.
- Yosys stat counts 18 cells in the synthesized netlist.
- Per the post-run analysis, buffers plus inverters along the critical path come to 1.
- The die is 80 um tall.
- The pre-placement core utilization is 6.154%, for reference.
- The count of filler cells inserted in the layout is 396, for reference.
- Counting I/O delays and the setup requirement, the final critical path takes 1.461 ns.
- Warnings reported by Yosys during synthesis add up to 1.
- The count of tool warnings is 25, for reference.
- Per Yosys stat, the portion of area used by sequential elements is 59.52%.
- The setup path with the least slack is of type flip-flop to output port.
- The I/O pin total is 3, for reference.
- The total standard cell area after synthesis is 210.2 sq um, for reference.
- The final report lists the setup-violating endpoint count as 0.
- The cell type with the largest total area is dfrtp_1, for reference.
- The violation tally recorded at the end of detailed-routing iteration 0 is 4.
- The synthesized instance count is 18, for reference.
- The overall die size recorded for this design is 6400 sq um.
- The placed instances occupy a cell area of 287.8 sq um.
- Post-CTS repair ended up resizing 0 cells.
- Per the CTS log, the maximum H-tree level is 1.
- In this run the critical path is formed by clkdlybuf4s50_1.
- The total power divided by cell area is between 700 and 800 nW/um^2, for reference.
- Sorting the synthesized cells by area gives the leading types as dfrtp_1 (60%), xnor2_1 (8.3%), mux2_4 (7.1%).
- Per the skew report, the later register of the worst-skew pair sees a clock latency of ~0.24 ns.
- The routed layout has 139 vias.
- Setup repair after global routing left no endpoint under its margin.
- The final design area excluding fillers is 315.3 sq um, for reference.
- The kind of cell with the highest combined delay along the critical path is buffers and inverters.
- The type of element launching the critical path is a flip-flop, for reference.
- The final antenna diode tally reported by the flow is 0.
- After its last routability iteration, the placer logged a weighted congestion of 0.6623.
- Sorting the synthesized cells by how often they occur yields dfrtp_1 (5), inv_1 (3), xnor2_1 (2).
- The endpoint required time on the critical path is approximately 1.6 ns, for reference.
- Summed over its instances, the top area cell type makes up around 60% of the synthesized netlist area.
- The leakage power total is approximately 0.12 nW, for reference.
- The average cell area after synthesis is about 12 sq um, for reference.
- The final hold slack is about 0.35 ns, for reference.
- The endpoint arrival time on the critical path is 1.06 ns, for reference.
- The count of port buffers added during placement is 2, for reference.
- The cell with the biggest individual delay on the critical path is clkdlybuf4s50_1, for reference.
- The depth of the worst register-to-register path is 3, for reference.
- TritonCTS built the clock tree.
- The critical path depth is 1, for reference.
- The maximum achievable frequency is 684.5 MHz, for reference.
- The most common cell in the synthesized netlist is dfrtp_1, for reference.
- Row generation in the floorplan step produced 21 rows.
- The hold buffer count at cts is 0, for reference.
- The path type of the worst min-delay path is input pin to asynchronous set/reset pin, for reference.
- The total wirelength of the detailed-routed design is 337 um, for reference.
- Clock tree synthesis inserted a total of 3 buffers.
- After clock tree synthesis, the setup repair step added 0 buffers.
- The total count of max-transition violations in the final report is 0, for reference.
- The worst-case max-slew headroom was logged as 86.29%.
- The detailed-route wire length per cell is 4.814 um, for reference.
- The count of library flops with an enable pin is 0, for reference.
==> path summary, 6_finish.rpt <==
path	end	slack, ns
min in group clk0	clk_out$_DFFE_PP0N_	0.47
max in group asynchronous	counter[1]$_DFF_PP0_	1.48
hold / removal	clk_out$_DFFE_PP0N_	0.35
hold reg to reg	clk_out$_DFFE_PP0N_	0.47
setup / recovery	clk_out	0.54
setup reg to reg	counter[1]$_DFF_PP0_	0.96
==> sequential cells by signal, summed over array words and instances, names as in the netlist <==
name     flops
counter      4
clk_out      1
==> cell usage in the layout, fill, tap and decap left out, drive strengths merged <==
| cell type | Yosys | final |
|---|---|---|
| o21ai | 1 | 1 |
| nand3b | 1 | 1 |
| nor3 | 1 | 1 |
| nor2b | 1 | 1 |
| a221o | 1 | 1 |
| clkinv | 0 | 1 |
| dfrtp | 5 | 5 |
| inv | 3 | 3 |
| xnor2 | 2 | 2 |
| nand2 | 1 | 1 |
| mux2 | 1 | 1 |
| clkdlybuf4s50 | 0 | 2 |
| clkbuf | 0 | 3 |
| nor2 | 1 | 1 |
==> per-stage QoR <==
stage	std cells	utilization (%)
floorplan	18	-
global placement	66	8.425
detailed placement	66	8.425
CTS	70	9.231
global route	70	9.231
finish	70	9.231
==> cells by family (layout without fill, tap and decap cells) <==
kind of cell              after synthesis  in the layout  share of synthesized area (%)
buffers and inverters                   3              9                          5.357
muxes                                   1              1                          7.141
AOI/OAI and AO/OA                       2              2                          7.141
and+or+nand+nor                         5              5                          12.50
DFF                                     5              5                          59.52
xor gates and xnor gates                2              2                          8.335
==> final cells by class <==
class                      count  area, sq um  share of cell area [%]
inverter                       3        11.26                   3.571
clock inverter                 1        5.005                   1.587
multi-input combinational     10        73.82                   23.41
clock buffer                   3        22.52                   7.143
tap                           46        57.56                   18.25
timing repair buffer           2        20.02                   6.349
sequential                     5        125.1                   39.68
==> power by group <==
group,switching (mW),internal [mW]
Clock,0.0451,0.0725
Combinational,0.00204,0.00183
Sequential,0,0.101
Total,0.0471,0.176
==> layer usage <==
layer,global-route usage (%),wire (um),vias to the layer above
met5,0,0,-
met4,0.3521,0,0
met3,1.250,63,0
met2,1.204,124,6
met1,1.269,149,64
li1,-,-,69
Power is estimated from default activity; no workload was simulated.
